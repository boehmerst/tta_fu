**flow/config.mk**
```make
export PLATFORM = sky130hd
export DESIGN_NAME = rf_1wr_1rd_always_1_guarded_0_32b_5e
export DESIGN_NICKNAME = rf_1wr_1rd_always_1_guarded_0_32b_5e
export VERILOG_FILES = /design/flow/design.v
export SDC_FILE = /design/flow/constraint.sdc
export NUM_CORES = 4
export LEC_CHECK = 1
export CORE_UTILIZATION = 30
```
**flow/constraint.sdc**
```tcl
current_design rf_1wr_1rd_always_1_guarded_0_32b_5e

set clk_period 2.1
set clk_io_pct 0.2

create_clock -name clk0 -period $clk_period [get_ports {clk}]

set non_clock_inputs [all_inputs -no_clocks]
set_input_delay [expr $clk_period * $clk_io_pct] -clock clk0 $non_clock_inputs
set_output_delay [expr $clk_period * $clk_io_pct] -clock clk0 [all_outputs]
```
**flow/design.v**
```verilog
module rf_1wr_1rd_always_1_guarded_0_32b_5e(input clk, input reset,
    input  io_glock,
    input  io_r1load,
    input [2:0] io_r1opcode,
    input [31:0] io_t1data,
    input  io_t1load,
    input [2:0] io_t1opcode,
    output[31:0] io_r1data,
    output[4:0] io_guard
);
  wire[4:0] T0;
  wire[4:0] T1;
  wire[2:0] T2;
  wire[1:0] T3;
  wire guard_0;
  wire[31:0] T4;
  reg [31:0] rf_0;
  wire[31:0] T48;
  wire[31:0] T5;
  wire T6;
  wire T7;
  wire[7:0] T8;
  wire[2:0] T9;
  wire T10;
  wire T11;
  wire T12;
  wire T13;
  wire guard_1;
  wire[31:0] T14;
  reg [31:0] rf_1;
  wire[31:0] T49;
  wire[31:0] T15;
  wire T16;
  wire T17;
  wire T18;
  wire T19;
  wire guard_2;
  wire[31:0] T20;
  reg [31:0] rf_2;
  wire[31:0] T50;
  wire[31:0] T21;
  wire T22;
  wire T23;
  wire T24;
  wire T25;
  wire[1:0] T26;
  wire guard_3;
  wire[31:0] T27;
  reg [31:0] rf_3;
  wire[31:0] T51;
  wire[31:0] T28;
  wire T29;
  wire T30;
  wire T31;
  wire T32;
  wire guard_4;
  wire[31:0] T33;
  reg [31:0] rf_4;
  wire[31:0] T52;
  wire[31:0] T34;
  wire T35;
  wire T36;
  wire T37;
  wire T38;
  wire[31:0] T39;
  wire[31:0] T40;
  wire[31:0] T41;
  wire T42;
  wire[2:0] T43;
  wire[31:0] T44;
  wire T45;
  wire T46;
  wire T47;
  assign io_guard = T0;
  assign T0 = T1;
  assign T1 = {T26, T2};
  assign T2 = {guard_2, T3};
  assign T3 = {guard_1, guard_0};
  assign guard_0 = T4 != 32'h0;
  assign T4 = T12 ? io_t1data : rf_0;
  assign T48 = reset ? 32'h0 : T5;
  assign T5 = T6 ? io_t1data : rf_0;
  assign T6 = T10 & T7;
  assign T7 = T8[1'h0:1'h0];
  assign T8 = 1'h1 << T9;
  assign T9 = io_t1opcode;
  assign T10 = T11 & io_t1load;
  assign T11 = io_glock ^ 1'h1;
  assign T12 = io_t1load & T13;
  assign T13 = io_t1opcode == 3'h0;
  assign guard_1 = T14 != 32'h0;
  assign T14 = T18 ? io_t1data : rf_1;
  assign T49 = reset ? 32'h0 : T15;
  assign T15 = T16 ? io_t1data : rf_1;
  assign T16 = T10 & T17;
  assign T17 = T8[1'h1:1'h1];
  assign T18 = io_t1load & T19;
  assign T19 = io_t1opcode == 3'h1;
  assign guard_2 = T20 != 32'h0;
  assign T20 = T24 ? io_t1data : rf_2;
  assign T50 = reset ? 32'h0 : T21;
  assign T21 = T22 ? io_t1data : rf_2;
  assign T22 = T10 & T23;
  assign T23 = T8[2'h2:2'h2];
  assign T24 = io_t1load & T25;
  assign T25 = io_t1opcode == 3'h2;
  assign T26 = {guard_4, guard_3};
  assign guard_3 = T27 != 32'h0;
  assign T27 = T31 ? io_t1data : rf_3;
  assign T51 = reset ? 32'h0 : T28;
  assign T28 = T29 ? io_t1data : rf_3;
  assign T29 = T10 & T30;
  assign T30 = T8[2'h3:2'h3];
  assign T31 = io_t1load & T32;
  assign T32 = io_t1opcode == 3'h3;
  assign guard_4 = T33 != 32'h0;
  assign T33 = T37 ? io_t1data : rf_4;
  assign T52 = reset ? 32'h0 : T34;
  assign T34 = T35 ? io_t1data : rf_4;
  assign T35 = T10 & T36;
  assign T36 = T8[3'h4:3'h4];
  assign T37 = io_t1load & T38;
  assign T38 = io_t1opcode == 3'h4;
  assign io_r1data = T39;
  assign T39 = T47 ? rf_4 : T40;
  assign T40 = T46 ? T44 : T41;
  assign T41 = T42 ? rf_1 : rf_0;
  assign T42 = T43[1'h0:1'h0];
  assign T43 = io_r1opcode;
  assign T44 = T45 ? rf_3 : rf_2;
  assign T45 = T43[1'h0:1'h0];
  assign T46 = T43[1'h1:1'h1];
  assign T47 = T43[2'h2:2'h2];
  always @(posedge clk or negedge reset) begin
    if(!reset) begin
      rf_0 <= 32'h0;
    end else if(T6) begin
      rf_0 <= io_t1data;
    end
  end
  always @(posedge clk or negedge reset) begin
    if(!reset) begin
      rf_1 <= 32'h0;
    end else if(T16) begin
      rf_1 <= io_t1data;
    end
  end
  always @(posedge clk or negedge reset) begin
    if(!reset) begin
      rf_2 <= 32'h0;
    end else if(T22) begin
      rf_2 <= io_t1data;
    end
  end
  always @(posedge clk or negedge reset) begin
    if(!reset) begin
      rf_3 <= 32'h0;
    end else if(T29) begin
      rf_3 <= io_t1data;
    end
  end
  always @(posedge clk or negedge reset) begin
    if(!reset) begin
      rf_4 <= 32'h0;
    end else if(T35) begin
      rf_4 <= io_t1data;
    end
  end
endmodule
```
**flow/run.sh**
```bash
#!/bin/bash
# OpenROAD 26Q1-2900-gdf79404cd8, Yosys 0.63+post, stock flow scripts
make -C /OpenROAD-flow-scripts/flow DESIGN_CONFIG=/design/flow/config.mk WORK_HOME=/design/flow/orfs finish
```
==> impl_metrics.tcl <==
# metrics dict for downstream scripts
set metrics [dict create \
    period_needed_ns 2.43 \
    slowest_delay_ns 0.42 \
    num_rows 57 \
    drive_gt1_share_pct 51.3 \
    area_growth_pct 51.9 \
    synth-edff-count 0 \
    clock_latency_ns 0.42 \
    timing.fmax_mhz 412 \
    critPathKind "reg2out" \
    crit_path_max_fanout 3 \
    ys_area_sq_um 7610 \
    via_per_inst 5.08 \
    fp_util_pct 30.9 \
    reg2reg_depth 3 \
    p_per_area_nw_per_um2 915 \
    rr_endpoint "rf_4[16]$_DFFE_PN0P_" \
    syn_inst 507 \
    dr.pass1.iters 4 \
    endpoint_kind "primary output" \
    drv_slew 0 \
    critical-path-top-delay-family "simple AND/OR/NAND/NOR gates" \
    holdWs_ns 0.347 \
    critPathArrivalTime_ns 2.01 \
    hold_depth 3 \
    yosysWarnings 1 \
    root_buffer "clkbuf_16" \
    cts_tree "built" \
    setup-violations-final 37 \
    p_leak_nw 5.10 \
    violations "negative setup slack" \
    tns_ns -4.22 \
    r2r-start "rf_4[16]$_DFFE_PN0P_" \
    warnings 30 \
    grtUsageTotal_pct 19.3 \
    ys_seq_share_pct 52.6 \
    cts_buffer_depth 2 \
    synth-main-ff-cell "dfrtp_1" \
    crit_chain "nor4_2, buf_4, nand4_1, nor2_4, a21oi_4, buf_2" \
    grt_pass1_vias 6198 \
    overflow 0 \
    path_clk_slew_ns 0.07 \
    drtIter0Drc 287 \
    p_total_w 0.0106 \
    worst_pin_slew_ns 0.529 \
    antenna_found_initial 0 \
    fp.dieH_um 161 \
    n_fill_cell 2083 \
    antenna_cells 0 \
    grt_max_degree 58 \
    hold_path_class "in2reg" \
    h-tree-depth 4 \
    io_pins 80 \
    relSlewSlack_pct 64.7 \
    fin_crit_sh_pct 116 \
    globalplace.congestion 0.892 \
    synth_area_sq_um 7610 \
    drc 0 \
    path_buffers 2 \
    syn_area_per_cell_sq_um 15.0 \
    core_sq_um 24600 \
    ir_drop_v 0.000429 \
    fin_ws_ns -0.327 \
    hold_path_end "rf_3[12]$_DFFE_PN0P_" \
    postLayoutCoreUtil_pct 47.0 \
    portBuffers 78 \
    cts_made_buffers 17 \
    grt_first_pass_wirelength_um 36600 \
    synthArstFlopShare_pct 100 \
    dp.cells 1008 \
    r2r_slack_ns 1.04 \
    startpoint_type "register" \
    dieArea_sq_um 26000 \
    vias 5640 \
    clkSinkCount 160 \
    final_antenna_net_count 0 \
    drt-wirelength-per-cell_um 20.6 \
    required_ns 1.68 \
    ys_cells 507 \
    hold_viol 0 \
    hold_start "io_t1data[12]" \
    status "finished, violations left" \
    cap_violations 0 \
    rsz0062_at_grt "yes" \
    slowest_stage "dfrtp_1" \
    dpl.hpwl_um 15300 \
    clock_skew_ns 0 \
    stdcell_count 1110 \
    die-width_um 161 \
    ys_seq_elements 160 \
    ys_types 25 \
    wl_um 22900 \
]
-- routing by layer --
layer	part of all wire, %	global-route usage [%]
met1	45	28.6
met2	45	28.5
met3	9.1	8.02
met4	0.98	1.89
met5	0	0
-- stage by stage --
step	worst slack [ns]	cell area (sq um)
2_1_floorplan	-0.0164	7610
3_3_place_gp	-0.967	9810
3_5_place_dp	-0.930	9810
4_1_cts	-0.274	11400
5_1_grt	-0.392	11600
6_report	-0.327	11600
-- cell usage after synthesis (2+ instances only) --
cell | count | area, sq um
dfrtp_1 | 160 | 4000
mux2_1 | 160 | 1800
nor4_1 | 49 | 307
mux2_2 | 32 | 360
mux4_2 | 32 | 721
buf_2 | 15 | 75.1
nand4_1 | 11 | 68.8
clkbuf_1 | 8 | 30.0
nor2_1 | 7 | 26.3
buf_4 | 5 | 37.5
nor3_1 | 5 | 25.0
a21oi_1 | 4 | 20.0
buf_6 | 3 | 33.8
inv_1 | 2 | 7.51
nand2_1 | 2 | 7.51
nand3_1 | 2 | 10.0
o21ai_0 | 2 | 10.0
-- layout by cell type, fill, tap and decap left out, types with 4 or more instances in the layout --
cell / count
dlygate4sd2_1: 16
nor4_4: 17
clkdlybuf4s15_1: 7
nor4_2: 15
buf_12: 14
mux4_2: 32
inv_8: 5
buf_2: 33
nor2_4: 6
nand4_1: 11
buf_6: 51
mux2_4: 32
mux2_1: 160
buf_4: 146
dfrtp_1: 159
nor4_1: 17
clkbuf_16: 17
nor3_4: 4
inv_6: 4
-- where the power goes --
| group | switching [W] | leakage, nW | total (W) | internal [W] |
|---|---|---|---|---|
| combinational | 0.000994 | 2.85 | 0.00297 | 0.00198 |
| clock | 0.00144 | 0.291 | 0.00314 | 0.00170 |
| sequential | 0.000664 | 1.96 | 0.00447 | 0.00380 |
| total | 0.00310 | 5.10 | 0.0106 | 0.00749 |
-- tightest hold or removal path, stage by stage --
cell and delay (ns):
buf_6 0.08, buf_4 0.12, mux2_1 0.12
-- kinds of logic (layout without fill, tap and decap cells) --
kind of cell           count (synthesis)  count (layout)  synth area share (%)
muxes                                224             224                  37.9
and+or+nand+nor                       82              82                  6.56
AOI/OAI and AO/OA                      7               7                 0.493
buffers and inverters                 34             313                  2.47
DFF                                  160             160                  52.6
-- flip-flops by register name, summed over array words and instances, names as in the netlist --
name  cells
rf_1     32
rf_0     32
rf_4     32
rf_3     32
rf_2     32
-- final cells by class --
cell class	count	area, sq um	share of cell area (%)
flip-flops and latches	160	4010	34.6
multi-input cells	313	4050	35.0
well taps	324	405	3.51
repair buffers	279	2500	21.6
clock inverters	15	171	1.48
inverters	2	7.51	0.0649
clock buffers	17	425	3.68
-- what timing repair did --
item	CTS	global route
gates cloned	1	0
resized	340	26
setup endpoints to repair	69	58
endpoints found under the hold margin	54	5
setup buffers	70	7
pin swaps	41	4
-- worst max-delay path by stage --
| stage | start | to | slack (ns) | cells past startpoint |
|---|---|---|---|---|
| 6_report | rf_4[12]$_DFFE_PN0P_ | io_guard[4] | -0.33 | 6 |
| 4_1_cts | rf_4[10]$_DFFE_PN0P_ | io_guard[4] | -0.27 | 6 |
| 5_1_grt | rf_4[12]$_DFFE_PN0P_ | io_guard[4] | -0.39 | 6 |
Power and IR drop assume default switching activity.

===== flow/design.v =====
module fu_add_and_eq_gt_gtu_ior_shl_shr_shru_sub_sxhw_sxqw_xor_32b_always_1(input clk, input reset,
    input [31:0] io_t1data,
    input [3:0] io_t1opcode,
    input  io_t1load,
    input [31:0] io_o1data,
    input  io_o1load,
    output[31:0] io_r1data,
    input  io_glock
);
  wire[31:0] alu_out;
  wire[31:0] T0;
  wire[31:0] T1;
  wire[31:0] T2;
  wire[31:0] T3;
  wire[31:0] T4;
  wire[31:0] T5;
  wire[31:0] T6;
  wire[31:0] T137;
  wire cmp;
  wire T7;
  wire T8;
  wire T9;
  wire T10;
  wire[31:0] alu_a;
  reg [31:0] t1reg;
  wire[31:0] T138;
  wire[31:0] T11;
  wire t1_en;
  wire T12;
  wire T13;
  wire T14;
  wire[31:0] alu_b;
  reg [31:0] o1reg;
  wire[31:0] T139;
  wire[31:0] T15;
  wire o1_en;
  wire T16;
  wire T17;
  wire[3:0] opcode;
  reg [3:0] opc1reg;
  wire[3:0] T140;
  wire[3:0] T18;
  wire T19;
  wire T20;
  wire T21;
  wire T22;
  wire T23;
  wire T24;
  wire T25;
  wire equal;
  wire T26;
  wire[31:0] T27;
  wire[15:0] T28;
  wire[15:0] T29;
  wire[15:0] T141;
  wire T30;
  wire T31;
  wire[31:0] T32;
  wire[7:0] T33;
  wire[23:0] T34;
  wire[23:0] T142;
  wire T35;
  wire T36;
  wire[31:0] T37;
  wire T38;
  wire[31:0] T39;
  wire T40;
  wire[31:0] T41;
  wire T42;
  wire[31:0] shift_left;
  wire[31:0] T43;
  wire[31:0] T44;
  wire[30:0] T45;
  wire[31:0] T46;
  wire[31:0] T47;
  wire[31:0] T48;
  wire[29:0] T49;
  wire[31:0] T50;
  wire[31:0] T51;
  wire[31:0] T52;
  wire[27:0] T53;
  wire[31:0] T54;
  wire[31:0] T55;
  wire[31:0] T56;
  wire[23:0] T57;
  wire[31:0] T58;
  wire[31:0] T59;
  wire[31:0] T60;
  wire[15:0] T61;
  wire[31:0] T62;
  wire[31:0] T143;
  wire[15:0] T63;
  wire[31:0] T64;
  wire[31:0] T144;
  wire[23:0] T65;
  wire[31:0] T66;
  wire[31:0] T145;
  wire[27:0] T67;
  wire[31:0] T68;
  wire[31:0] T146;
  wire[29:0] T69;
  wire[31:0] T70;
  wire[31:0] T147;
  wire[30:0] T71;
  wire T72;
  wire[31:0] shift_right;
  wire[31:0] T73;
  wire[31:0] T74;
  wire[31:0] T75;
  wire[31:0] T76;
  wire[31:0] shift_in;
  wire[31:0] T77;
  wire[31:0] T78;
  wire[31:0] T79;
  wire[30:0] T80;
  wire[31:0] T81;
  wire[31:0] T82;
  wire[31:0] T83;
  wire[29:0] T84;
  wire[31:0] T85;
  wire[31:0] T86;
  wire[31:0] T87;
  wire[27:0] T88;
  wire[31:0] T89;
  wire[31:0] T90;
  wire[31:0] T91;
  wire[23:0] T92;
  wire[31:0] T93;
  wire[31:0] T94;
  wire[31:0] T95;
  wire[15:0] T96;
  wire[31:0] T97;
  wire[31:0] T148;
  wire[15:0] T98;
  wire[31:0] T99;
  wire[31:0] T149;
  wire[23:0] T100;
  wire[31:0] T101;
  wire[31:0] T150;
  wire[27:0] T102;
  wire[31:0] T103;
  wire[31:0] T151;
  wire[29:0] T104;
  wire[31:0] T105;
  wire[31:0] T152;
  wire[30:0] T106;
  wire T107;
  wire[31:0] T108;
  wire[15:0] T109;
  wire[15:0] T110;
  wire[15:0] T153;
  wire T111;
  wire T112;
  wire[31:0] T113;
  wire[23:0] T114;
  wire[7:0] T115;
  wire[7:0] T154;
  wire T116;
  wire[31:0] T117;
  wire[27:0] T118;
  wire[3:0] T119;
  wire[3:0] T155;
  wire T120;
  wire[31:0] T121;
  wire[29:0] T122;
  wire[1:0] T123;
  wire[1:0] T156;
  wire T124;
  wire[31:0] T125;
  wire[30:0] T126;
  wire T127;
  wire T128;
  wire T129;
  wire T130;
  wire[31:0] sum;
  wire[31:0] T131;
  wire[31:0] T132;
  wire T133;
  wire T134;
  wire T135;
  wire T136;
  assign io_r1data = alu_out;
  assign alu_out = T134 ? sum : T0;
  assign T0 = T128 ? shift_right : T1;
  assign T1 = T72 ? shift_left : T2;
  assign T2 = T42 ? T41 : T3;
  assign T3 = T40 ? T39 : T4;
  assign T4 = T38 ? T37 : T5;
  assign T5 = T36 ? T32 : T6;
  assign T6 = T31 ? T27 : T137;
  assign T137 = {31'h0, cmp};
  assign cmp = T26 ? equal : T7;
  assign T7 = T23 ? T19 : T8;
  assign T8 = T17 ? T13 : T9;
  assign T9 = T10 ^ 1'h1;
  assign T10 = alu_a[5'h1f:5'h1f];
  assign alu_a = t1reg;
  assign T138 = reset ? 32'h0 : T11;
  assign T11 = t1_en ? io_t1data : t1reg;
  assign t1_en = T12 & io_t1load;
  assign T12 = io_glock ^ 1'h1;
  assign T13 = T14 ^ 1'h1;
  assign T14 = alu_b[5'h1f:5'h1f];
  assign alu_b = o1reg;
  assign T139 = reset ? 32'h0 : T15;
  assign T15 = o1_en ? io_o1data : o1reg;
  assign o1_en = T16 & io_o1load;
  assign T16 = io_glock ^ 1'h1;
  assign T17 = opcode == 4'h4;
  assign opcode = opc1reg;
  assign T140 = reset ? 4'h0 : T18;
  assign T18 = t1_en ? io_t1opcode : opc1reg;
  assign T19 = T21 & T20;
  assign T20 = equal ^ 1'h1;
  assign T21 = T22 ^ 1'h1;
  assign T22 = sum[5'h1f:5'h1f];
  assign T23 = T25 == T24;
  assign T24 = alu_b[5'h1f:5'h1f];
  assign T25 = alu_a[5'h1f:5'h1f];
  assign equal = sum == 32'h0;
  assign T26 = opcode == 4'h2;
  assign T27 = {T29, T28};
  assign T28 = alu_a[4'hf:1'h0];
  assign T29 = 16'h0 - T141;
  assign T141 = {15'h0, T30};
  assign T30 = alu_a[4'hf:4'hf];
  assign T31 = opcode == 4'ha;
  assign T32 = {T34, T33};
  assign T33 = alu_a[3'h7:1'h0];
  assign T34 = 24'h0 - T142;
  assign T142 = {23'h0, T35};
  assign T35 = alu_a[3'h7:3'h7];
  assign T36 = opcode == 4'hb;
  assign T37 = alu_a ^ alu_b;
  assign T38 = opcode == 4'hc;
  assign T39 = alu_a | alu_b;
  assign T40 = opcode == 4'h5;
  assign T41 = alu_a & alu_b;
  assign T42 = opcode == 4'h1;
  assign shift_left = T70 | T43;
  assign T43 = T44 & 32'haaaaaaaa;
  assign T44 = T45 << 1'h1;
  assign T45 = T46[5'h1e:1'h0];
  assign T46 = T68 | T47;
  assign T47 = T48 & 32'hcccccccc;
  assign T48 = T49 << 2'h2;
  assign T49 = T50[5'h1d:1'h0];
  assign T50 = T66 | T51;
  assign T51 = T52 & 32'hf0f0f0f0;
  assign T52 = T53 << 3'h4;
  assign T53 = T54[5'h1b:1'h0];
  assign T54 = T64 | T55;
  assign T55 = T56 & 32'hff00ff00;
  assign T56 = T57 << 4'h8;
  assign T57 = T58[5'h17:1'h0];
  assign T58 = T62 | T59;
  assign T59 = T60 & 32'hffff0000;
  assign T60 = T61 << 5'h10;
  assign T61 = shift_right[4'hf:1'h0];
  assign T62 = T143 & 32'hffff;
  assign T143 = {16'h0, T63};
  assign T63 = shift_right >> 5'h10;
  assign T64 = T144 & 32'hff00ff;
  assign T144 = {8'h0, T65};
  assign T65 = T58 >> 4'h8;
  assign T66 = T145 & 32'hf0f0f0f;
  assign T145 = {4'h0, T67};
  assign T67 = T54 >> 3'h4;
  assign T68 = T146 & 32'h33333333;
  assign T146 = {2'h0, T69};
  assign T69 = T50 >> 2'h2;
  assign T70 = T147 & 32'h55555555;
  assign T147 = {1'h0, T71};
  assign T71 = T46 >> 1'h1;
  assign T72 = opcode == 4'h6;
  assign shift_right = T127 ? T125 : T73;
  assign T73 = T124 ? T121 : T74;
  assign T74 = T120 ? T117 : T75;
  assign T75 = T116 ? T113 : T76;
  assign T76 = T112 ? T108 : shift_in;
  assign shift_in = T107 ? T77 : alu_a;
  assign T77 = T105 | T78;
  assign T78 = T79 & 32'haaaaaaaa;
  assign T79 = T80 << 1'h1;
  assign T80 = T81[5'h1e:1'h0];
  assign T81 = T103 | T82;
  assign T82 = T83 & 32'hcccccccc;
  assign T83 = T84 << 2'h2;
  assign T84 = T85[5'h1d:1'h0];
  assign T85 = T101 | T86;
  assign T86 = T87 & 32'hf0f0f0f0;
  assign T87 = T88 << 3'h4;
  assign T88 = T89[5'h1b:1'h0];
  assign T89 = T99 | T90;
  assign T90 = T91 & 32'hff00ff00;
  assign T91 = T92 << 4'h8;
  assign T92 = T93[5'h17:1'h0];
  assign T93 = T97 | T94;
  assign T94 = T95 & 32'hffff0000;
  assign T95 = T96 << 5'h10;
  assign T96 = alu_a[4'hf:1'h0];
  assign T97 = T148 & 32'hffff;
  assign T148 = {16'h0, T98};
  assign T98 = alu_a >> 5'h10;
  assign T99 = T149 & 32'hff00ff;
  assign T149 = {8'h0, T100};
  assign T100 = T93 >> 4'h8;
  assign T101 = T150 & 32'hf0f0f0f;
  assign T150 = {4'h0, T102};
  assign T102 = T89 >> 3'h4;
  assign T103 = T151 & 32'h33333333;
  assign T151 = {2'h0, T104};
  assign T104 = T85 >> 2'h2;
  assign T105 = T152 & 32'h55555555;
  assign T152 = {1'h0, T106};
  assign T106 = T81 >> 1'h1;
  assign T107 = opcode == 4'h6;
  assign T108 = {T110, T109};
  assign T109 = shift_in[5'h1f:5'h10];
  assign T110 = 16'h0 - T153;
  assign T153 = {15'h0, T111};
  assign T111 = opcode == 4'h7;
  assign T112 = alu_b[3'h4:3'h4];
  assign T113 = {T115, T114};
  assign T114 = T76[5'h1f:4'h8];
  assign T115 = 8'h0 - T154;
  assign T154 = {7'h0, T111};
  assign T116 = alu_b[2'h3:2'h3];
  assign T117 = {T119, T118};
  assign T118 = T75[5'h1f:3'h4];
  assign T119 = 4'h0 - T155;
  assign T155 = {3'h0, T111};
  assign T120 = alu_b[2'h2:2'h2];
  assign T121 = {T123, T122};
  assign T122 = T74[5'h1f:2'h2];
  assign T123 = 2'h0 - T156;
  assign T156 = {1'h0, T111};
  assign T124 = alu_b[1'h1:1'h1];
  assign T125 = {T111, T126};
  assign T126 = T73[5'h1f:1'h1];
  assign T127 = alu_b[1'h0:1'h0];
  assign T128 = T130 | T129;
  assign T129 = opcode == 4'h8;
  assign T130 = opcode == 4'h7;
  assign sum = alu_a + T131;
  assign T131 = T133 ? alu_b : T132;
  assign T132 = 32'h0 - alu_b;
  assign T133 = opcode == 4'h0;
  assign T134 = T136 | T135;
  assign T135 = opcode == 4'h9;
  assign T136 = opcode == 4'h0;
  always @(posedge clk or negedge reset) begin
    if(!reset) begin
      t1reg <= 32'h0;
    end else if(t1_en) begin
      t1reg <= io_t1data;
    end
  end
  always @(posedge clk or negedge reset) begin
    if(!reset) begin
      o1reg <= 32'h0;
    end else if(o1_en) begin
      o1reg <= io_o1data;
    end
  end
  always @(posedge clk or negedge reset) begin
    if(!reset) begin
      opc1reg <= 4'h0;
    end else if(t1_en) begin
      opc1reg <= io_t1opcode;
    end
  end
endmodule

===== flow/run.sh =====
#!/bin/bash
# OpenROAD 26Q1-2900-gdf79404cd8, Yosys 0.63+post, stock flow scripts
make -C /OpenROAD-flow-scripts/flow DESIGN_CONFIG=/design/flow/config.mk WORK_HOME=/design/flow/orfs finish

===== flow/config.mk =====
export PLATFORM = sky130hd
export DESIGN_NAME = fu_add_and_eq_gt_gtu_ior_shl_shr_shru_sub_sxhw_sxqw_xor_32b_always_1
export DESIGN_NICKNAME = fu_add_and_eq_gt_gtu_ior_shl_shr_shru_sub_sxhw_sxqw_xor_32b_always_1
export VERILOG_FILES = /design/flow/design.v
export SDC_FILE = /design/flow/constraint.sdc
export NUM_CORES = 4
export LEC_CHECK = 1
export CORE_UTILIZATION = 50

===== flow/constraint.sdc =====
current_design fu_add_and_eq_gt_gtu_ior_shl_shr_shru_sub_sxhw_sxqw_xor_32b_always_1

set clk_period 11.8
set clk_io_pct 0.2

create_clock -name clk0 -period $clk_period [get_ports {clk}]

set non_clock_inputs [all_inputs -no_clocks]
set_input_delay [expr $clk_period * $clk_io_pct] -clock clk0 $non_clock_inputs
set_output_delay [expr $clk_period * $clk_io_pct] -clock clk0 [all_outputs]

==> flow_summary_export.csv <==
group,metric,value,unit
logic_synthesis,synth_cell_types,76,
logic_synthesis,synthTopCellsByCount,"162 x nand2_1, 145 x o21ai_0, 111 x a21oi_1",
clocking,cts-htree-levels,3,
final_layout,num-fill-cells,1731,
pwr,switchingPower,881,uW
global_routing,first_global_vias,9366,
clocking,numCtsBuffers,9,
clocking,clockRootBuffer,"clkbuf_16",
die,floorplan.initialDensity,51.1,%
final_timing,number_of_max_slew_violations_in_the_final_report,0,
logic_synthesis,synth_flops,68,
final_timing,grt_setup_unrepaired,"false",
route,drt-total-wl,39100,um
route,dr_total_vias,10100,
critical_path,timing.critical_path.required,9440,ps
logic_synthesis,count_of_library_flops_with_an_enable_pin,0,
logic_synthesis,ys_top_cells_by_area,"dfrtp_1 18%, ha_1 13%, o21ai_0 7.6%",
final_timing,sum_of_negative_setup_slack,0,ps
critical_path,stage_delay_of_the_slowest_cell_on_the_critical_path,540,ps
critical_path,worstPathCellList,"buf_4 > clkinv_1 > buf_4 > ha_1 > nand3_1 > nor2_1 > nand3_1 > o21ai_0 > xnor2_1 > ha_1 > nand4_1 > or3_1 > a211oi_1 > o21ai_0 > a21boi_0 > o21ai_0 > or4_1 > or4b_1 > nand3_1 > clkdlybuf4s50_1",
logic_synthesis,post_synth.cell_area_avg,7.61,um^2
final_layout,final_layout_size_suffix_gt1_share,6.29,%
place,numPortBuffers,104,
critical_path,crit_type,"flip-flop to primary output",
final_timing,final.min_clock_period,8730,ps
logic_synthesis,ys_cells,1261,
final_timing,setup_violations,0,
clocking,cts_tree,"built",
logic_synthesis,synth.largest_area_cell,"dfrtp_1",
final_timing,clock_skew,0,ps
logic_synthesis,post_synthesis_chip_area_from_yosys,9600,um^2
place,detailed_placer_s_ending_hpwl,31000,um
route,ant_nets,0,
die,floorplan.die.width,141,um
final_timing,transition_time_at_the_pin_with_the_least_slew_margin,823,ps
clocking,post-cts-setup-buffer-count,0,
die,fp-row-count,50,
logic_synthesis,mappedNetlistArea,9600,um^2
pwr,comb_power_share,66.4,%
pwr,leakagePower,0.00460,uW
clocking,cts_hold_buf,0,
clocking,max-clock-path-buffers,2,
die,chipHeight,141,um
global_routing,use_met2,57.6,%
pwr,pwr_density_cell,159,nW/um^2
critical_path,worst-r2r-setup-slack,10260,ps
logic_synthesis,yosys.cell_count.top_type,"nand2_1",
die,num_io_pins,105,
logic_synthesis,synthesis.instances,1261,
clocking,cts_resized,0,
final_timing,timing.slew.headroom,45.0,%
route,drtPass1Iterations,7,
critical_path,worst_setup_path_start_kind,"flip-flop",
critical_path,crit_fanout,28,
critical_path,worst_ep_arrival_time,6370,ps
pwr,pwr-share-seq,19.0,%
final_timing,layout_worst_path_cycle_share,73.9,%
final_timing,fmaxAchievable,115,MHz
global_routing,grt-busiest-layer,"met1",
final_layout,area.combinational,7300,um^2
global_routing,gr-usage-all-layers,41.6,%
pwr,vdd.ir_drop.worst,0.0976,mV
logic_synthesis,synth_async_sr_flop_share,100,%
global_routing,grt_use_met3,17.3,%
logic_synthesis,primary_ff_master_synth,"dfrtp_1",
global_routing,global_route.overflow_total,0,
global_routing,grt_first_pass_wirelength,59100,um
route,routed_wire_length_per_instance,25.1,um
route,number_of_design_rule_violations_left_after_detail_routing,0,
critical_path,critical-path-slowest-cell,"or4_1",
pwr,pwr-share-clk,14.6,%
clocking,clkLatencyLatePin,340,ps
global_routing,grt_max_degree,69,
job,maxCapViolations,0,
job,openroad.warnings,63,
final_layout,seq_area,1700,um^2
route,drt-initial-drc-count,1136,
global_routing,grt.met1_usage,59.7,%
die,fp.coreArea,18800,um^2
outcome,status,"complete, no violations",
pwr,intPower,876,uW
final_layout,flow.area_growth_from_synthesis,15.2,%
place,dp_worst_setup_slack,3490,ps
pwr,swShare,50.1,%
place,place_congestion,1.07,
clocking,clock_sink_count,68,
clocking,clk_transition_reported_paths,60,ps
global_routing,initial_antenna_violation_count,3,
logic_synthesis,synthesis.yosys.warnings,1,
final_timing,final_critical_path_setup_slack,3070,ps
route,post_drt_via_cell_ratio,6.51,
logic_synthesis,postSynthSeqShare,17.7,%
critical_path,setup.worst_path.end_class,"primary output",
hold_path,hp-class,"flip-flop to flip-flop",
die,dieArea,19700,um^2
logic_synthesis,post-synth-top-area-fraction,17.7,%
final_timing,final-hold-violation-count,0,
layer usage:
metal / routed length [um] / share of wire (%)
met1: 16600 / 42
met4: 1570 / 4.0
met5: 0 / 0
met3: 5260 / 13
met2: 15700 / 40
cell families after synthesis:
kind of cell,Yosys count,synth area share [%]
DFF,68,17.7
and+or+nand+nor,354,17.2
buffers and inverters,158,6.49
muxes,98,12.5
adders and majority gates,101,13.2
xor gates and xnor gates,52,4.75
AOI/OAI and AO/OA,430,28.1
path summary, 6_finish.rpt:
path                            from            to  depth (start not counted)
min in group asynchronous      reset      o1reg[1]                          1
min reg2reg                o1reg[20]     o1reg[20]                          2
max reg2reg                 o1reg[3]      o1reg[3]                          3
min                        o1reg[20]     o1reg[20]                          2
max                         o1reg[1]  io_r1data[0]                         20
max in group asynchronous      reset     t1reg[20]                          2
stage by stage:
stage | hold slack, ps | cell area, um^2 | utilization [%] | power, uW | instances
floorplan | 585 | 9600 | - | 1020 | 1261
global placement | 620 | 10800 | 57.4 | 1470 | 1537
detailed placement | 627 | 10800 | 57.4 | 1460 | 1537
CTS | 635 | 11100 | 58.9 | 1720 | 1553
global route | 649 | 11100 | 58.9 | 1870 | 1553
finish | 638 | 11100 | 58.9 | 1760 | 1555
sequential cells by signal, summed over array words and instances, names as in the netlist:
name     flops
t1reg       32
opc1reg      4
o1reg       32
area by class of cell:
| type | instances | area share [%] |
|---|---|---|
| Timing Repair Buffer | 126 | 10.9 |
| Clock buffer | 10 | 2.07 |
| Inverter | 74 | 2.51 |
| Clock inverter | 6 | 0.441 |
| Sequential cell | 68 | 15.4 |
| Multi-Input combinational cell | 1035 | 66.0 |
| Tap cell | 234 | 2.65 |
| Antenna cell | 2 | 0.0453 |
placed cells by master (no fill, tap or decap), types with 9 or more instances in the layout:
cell	synthesis	layout
a211oi_1	26	26
xor2_1	9	9
a21boi_0	9	9
xnor2_1	43	43
nand2_1	162	162
a21oi_1	111	111
o211ai_1	20	20
nand3_1	16	16
or3_1	9	9
mux2i_1	70	70
inv_1	72	72
nand4_1	14	14
a21o_1	15	15
buf_4	0	22
o21ai_0	145	145
mux4_2	16	16
nor2_1	75	75
and2_1	9	9
dfrtp_1	68	68
o221ai_1	10	10
nor3_1	16	14
o21a_1	14	14
mux2_2	12	12
a221oi_1	13	13
clkdlybuf4s50_1	0	103
clkbuf_16	0	9
ha_1	100	100
power groups by stage:
stage     sequential, uW  clock, uW  combinational [uW]
6_report             334        256                1170
5_1_grt              336        269                1260
4_1_cts              330        258                1130
worst max-delay path, delay by kind of cell (launching register included):
kind	cells	cell delay [ps]
AND-OR/OR-AND	5	1250
AND/OR/NAND/NOR	8	2440
XOR/XNOR	1	90
adder cells (fa/ha/maj)	2	770
buffers and inverters	4	1080
flip-flops	1	350
Power is estimated from default activity; no workload was simulated.
